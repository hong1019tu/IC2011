**./config.mk**
```make
export PLATFORM = sky130hd
export DESIGN_NAME = LCD_CTRL
export DESIGN_NICKNAME = LCD_CTRL
export VERILOG_FILES = /design/flow/design.v
export SDC_FILE = /design/flow/constraint.sdc
export NUM_CORES = 4
export LEC_CHECK = 1
export CORE_UTILIZATION = 30
```
**./constraint.sdc**
```tcl
current_design LCD_CTRL

set clk_period 38.0
set clk_io_pct 0.2

create_clock -name clk0 -period $clk_period [get_ports {clk}]

set non_clock_inputs [all_inputs -no_clocks]
set_input_delay [expr $clk_period * $clk_io_pct] -clock clk0 $non_clock_inputs
set_output_delay [expr $clk_period * $clk_io_pct] -clock clk0 [all_outputs]
```
**./design.v**
```verilog
module LCD_CTRL(clk, reset, IROM_Q, cmd, cmd_valid, IROM_EN, IROM_A, IRB_RW, IRB_D, IRB_A, busy, done);
input clk;
input reset;
input [7:0] IROM_Q;
input [2:0] cmd;
input cmd_valid;
output reg IROM_EN;
output reg [5:0] IROM_A;
output reg IRB_RW; 
output reg [7:0] IRB_D;
output reg [5:0] IRB_A;
output reg busy;
output reg done; 
reg [5:0]addr;
reg [2:0]x,y;
reg [7:0] arr [63:0];
reg [1:0] load,load2;
wire [9:0] average;
assign average=(arr[addr] + arr[addr+1] + arr[addr+8] + arr[addr+9])>>2;
always @(posedge clk or posedge reset) begin
    if(reset)begin
      IROM_EN <= 1'd1;
      IRB_RW <= 1'd1;
      IRB_A <= 6'd0;
      busy <= 1'd1;
      done <= 1'd0;
      load <= 2'd0; 
      load2 <= 2'd0; 
    end
    else begin
      if(load == 2'd0)begin
         IROM_EN <= 1'd0;
         IROM_A <= 6'd0;
         load <= load + 1;
      end
      else if(load < 2)begin 
        if (IROM_A == 63) begin
          IROM_EN <= 1'd1;
          x <= 3;
          y <= 3;
          load <= load + 1;
        end
        else begin
          IROM_A<=IROM_A+1;
        end
        arr[IROM_A-1] <= IROM_Q;
      end
      else if(load == 2)begin
        load <= 3;
        arr[63] <= IROM_Q;
        busy <= 1'd0;
      end
      else begin
        case (cmd)
            3'd0:begin 
              if(load2 == 2'd0)begin
                IRB_RW <= 0;
                busy <= 1'd1;
                load2 <= load2 + 1; 
              end      
              else if (load2 == 2'd1) begin
                IRB_D <= arr[0];
                load2 <= load2 + 1;
              end
              else begin
                if(IRB_A==63)begin
                  done<=1;
                end
                else  begin
                  IRB_A<=IRB_A+1;
                end
                IRB_D<=arr[IRB_A+1];               
              end
            end
            3'd1:begin 
              if (y > 0) begin
                y <= y - 1;
              end
            end
            3'd2:begin 
              if (y < 6) begin
                y <= y + 1;
              end
            end
            3'd3:begin 
              if (x > 0) begin
                x <= x - 1;
              end
            end
            3'd4:begin 
              if (x < 6) begin
                x <= x + 1;
              end
            end
            3'd5:begin 
              arr[addr] <= average;
              arr[addr+1] <= average;
              arr[addr+8] <= average;
              arr[addr+9] <= average;                
            end
            3'd6:begin 
              arr[addr] <= arr[addr+8];
              arr[addr+8] <= arr[addr];
              arr[addr+1] <= arr[addr+9];
              arr[addr+9] <= arr[addr+1];
            end
            3'd7:begin 
              arr[addr] <= arr[addr+1];
              arr[addr+1] <= arr[addr];
              arr[addr+8] <= arr[addr+9];
              arr[addr+9] <= arr[addr+8];
            end  
        endcase
      end
    end 
end 
always @(*) begin
  addr <= (y << 3) + x;
end
endmodule
```
**./run.sh**
```bash
#!/bin/bash
# OpenROAD 26Q1-2900-gdf79404cd8, Yosys 0.63+post, stock flow scripts
make -C /OpenROAD-flow-scripts/flow DESIGN_CONFIG=/design/flow/config.mk WORK_HOME=/design/flow/orfs finish
```
==> commit_impl_results.txt <==
Log flow metrics for this revision

- The run stopped with a tool error.
- It got as far as 5_1_grt and failed there.
* Run-stopping error: [ERROR GRT-0116] Global routing finished with congestion. Check the congestion regions in the DRC Viewer.
* Post-synth design cell area: 75550 sq um
* Vert. Die Dim: 503.8 um
* Root Driver: clkbuf_16
* Fraction of the yosys area taken by sequential cells: 21.61%
* Total GRT Usage: 101.0%
* Initial cell density of the core: 30.27%
- The gate-level netlist out of Yosys references 115 unique cell types.
- According to the dpl log, the detail-placed design has an HPWL of 867.5 mm.
* Asr flop ratio synth: 2.564%
- As logged by OpenROAD, the buffers inserted on ports number 36.
- Detailed placement reports a standard cell area of 86630 sq um.
- Vias in the first global route: 146200
- After clock tree synthesis, the flow added hold-fix buffers numbering 0.
- H-tree levels: 3
- Clock tree synthesis inserted a total of 84 buffers.
* Dominant register cell: edfxtp_1
* Ys Warns: 2
- Ports: 38
- EDFF count, synth: 532
- Including well taps, the total number of placed cells is 13960.
* Cts repair resizes: 0
- Maximum number of pins on one net before global-route repair: 80
- The die is 503.8 um wide.
* CTS Buffer Depth: 3
- The clock tree has to reach 546 sinks.
* Register bit total from synthesis: 546
* Yosys Instances: 10550
- Avg Cell Area, Syn: 7.159 sq um
- Last weighted congestion value of the routability-driven placer: 1.596
- FP Rows: 183
- Chip Area, Yosys: 75550 sq um
- The number of setup buffers added after CTS is 0.
- Overflow after GRT: 13430
* Wire length of the first global-routing pass: 1716 mm
- The synthesized netlist handed to floorplanning was reported with a cell count of 10550.
==> cells by family after synthesis <==
group / synth area share, %
adders and majority gates: 0.8314
buffers and inverters: 8.219
and+or+nand+nor: 25.48
DFF: 21.61
xor gates and xnor gates: 0.4356
muxes: 3.099
AOI/OAI and AO/OA: 40.32
==> synthesized netlist by cell type, types with 83 or more instances <==
library cell,number,share of area (%)
a32oi_1,96,1.1
a221oi_1,201,2.3
mux2_2,100,1.5
a211oi_1,168,1.7
buf_2,348,2.3
a21oi_1,770,5.1
a22o_1,83,0.96
nand3_1,840,5.6
o22ai_1,183,1.5
o211ai_1,410,4.1
nor4_1,131,1.1
clkbuf_1,900,4.5
a31oi_1,251,2.1
o21ai_0,714,4.7
and3_1,242,2.0
a22oi_1,426,4.2
mux2i_1,109,1.4
a2111oi_0,127,1.5
nor2_1,783,3.9
o221ai_1,216,2.5
nor3_1,213,1.4
o2111ai_1,181,2.1
nand2_1,1001,5.0
edfxtp_1,532,21
nand4_1,311,2.6
==> stage by stage <==
| step | utilization, % | setup WS [ns] |
|---|---|---|
| CTS | 35.78 | 26.42 |
| detailed placement | 34.71 | 25.61 |
| global placement | 34.71 | 25.62 |
| floorplan | - | 28.04 |
==> routing by layer <==
metal | GRT usage [%] | GRT overflow
met4 | 99.31 | 2661
met3 | 97.75 | 2092
met5 | 89.64 | 198
met2 | 107.8 | 6362
met1 | 98.94 | 2113
